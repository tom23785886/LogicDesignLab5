==> design.v <==
module lab05(clk,rst,money_5,money_10,cancel,drink_A,drink_B,drop_money,enough_A,enough_B,DIGIT,DISPLAY);
    input clk;
    input rst;
    input money_5;
    input money_10;
    input cancel;
    input drink_A;
    input drink_B;
    output reg [9:0] drop_money;
    output reg enough_A;
    output reg enough_B;
    output [3:0]DIGIT;
    output [6:0]DISPLAY;
    wire clk16;
    wire clk26;
    wire clk13;
    wire clk_;
    wire money_5_de;
    wire money_5_pul;
    wire money_10_de;
    wire money_10_pul;
    wire drink_A_de;
    wire drink_A_pul;
    wire drink_B_de;
    wire drink_B_pul;
    wire cancel_de;
    wire cancel_pul;
    reg [3:0]BCD0;
    reg [3:0]BCD1;
    reg [3:0]BCD2;
    reg [3:0]BCD3;
    reg [3:0]nextBCD0;
    reg [3:0]nextBCD1;
    reg [3:0]nextBCD2;
    reg [3:0]nextBCD3;
    reg [6:0]display;
    reg [3:0]digit;
    reg [3:0]val;
    reg [1:0]state;
    reg [1:0]nextstate;
    reg [3:0]moneydigit;
    reg [3:0]moneyten;
    reg [3:0]nextmoneydigit;
    reg [3:0]nextmoneyten;
    reg countA;
    reg nextcountA;
    reg countB;
    reg nextcountB;
    reg DetoBuy;
    reg DetoChange;
    reg cofe;
    reg nextcofe;
    reg coke;
    reg nextcoke;
    reg iscancel;
    reg nextiscancel;
    reg [9:0]nextdrop_money;
    reg [3:0]tmpBCD0;
    reg [3:0]tmpBCD1;
    reg [3:0]nexttmpBCD0;
    reg [3:0]nexttmpBCD1;
    reg buyflag;
    reg nextbuyflag;
    clk_divider #(16)clk1 (.clk(clk),.clk_div(clk16));
    clk_divider #(26)clk2 (.clk(clk),.clk_div(clk26));
    clk_divider #(13)clk3 (.clk(clk),.clk_div(clk13));
    debounce de1(.pb_debounced(money_5_de),.pb(money_5),.clk(clk16));
    onepulse on1(.clk(clk16),.pb_debounced(money_5_de),.pb_1pulse(money_5_pul));
    debounce de2(.pb_debounced(money_10_de),.pb(money_10),.clk(clk16));
    onepulse on2(.clk(clk16),.pb_debounced(money_10_de),.pb_1pulse(money_10_pul));
    debounce de3(.pb_debounced(drink_A_de),.pb(drink_A),.clk(clk16));
    onepulse on3(.clk(clk16),.pb_debounced(drink_A_de),.pb_1pulse(drink_A_pul));
    debounce de4(.pb_debounced(drink_B_de),.pb(drink_B),.clk(clk16));
    onepulse on4(.clk(clk16),.pb_debounced(drink_B_de),.pb_1pulse(drink_B_pul));
    debounce de5(.pb_debounced(cancel_de),.pb(cancel),.clk(clk16));
    onepulse on5(.clk(clk16),.pb_debounced(cancel_de),.pb_1pulse(cancel_pul));
    always@(*)
        begin
            if(rst==1'b1) begin nextBCD0=4'b0000; nextBCD1=4'b0000; nextBCD2=4'b0000; nextBCD3=4'b0000; nextstate=3'b000;
            enough_A=1'b0;enough_B=1'b0;DetoBuy=1'b0; DetoChange=1'b0;nextdrop_money=10'b0000000000; nextbuyflag=1'b0;
            nextcountA=1'b0;nextcountB=1'b0; nextcofe=1'b0; nextcoke=1'b0; nextiscancel=1'b0; end
            case(state)
                3'b000:begin
                    nextstate=3'b001;
                    nextBCD0=4'b0000;
                    nextBCD1=4'b0000;
                    nextBCD2=4'b0000;
                    nextBCD3=4'b0000;
                    nextdrop_money=10'b0000000000;
                    enough_A=1'b0;
                    enough_B=1'b0;
                    DetoBuy=1'b0;
                    DetoChange=1'b0;
                    nextbuyflag=1'b0;
                end
                3'b001:begin
                    nextbuyflag=1'b0;
                    nexttmpBCD0=BCD0; nexttmpBCD1=BCD1;
                    if(BCD1>=4'b0010) begin enough_A=1'b1; end
                    else begin enough_A=1'b0; end
                    if((BCD1==4'b0010 && BCD0==4'b0101)||(BCD1>4'b0010)) begin enough_B=1'b1; end
                    else begin enough_B=1'b0; end
                    if(money_5_pul==1'b1)
                        begin
                            if(BCD1==4'b1001 && BCD0==4'b0101) begin nextBCD1=BCD1; nextBCD0=BCD0; end
                            else if(BCD1!=4'b1001 && BCD0==4'b0101) begin nextBCD1=BCD1+4'b0001; nextBCD0=4'b0000; end
                            else begin nextBCD1=BCD1; nextBCD0=BCD0+4'b0101; end
                            nextBCD2=BCD2;
                            nextBCD3=BCD3;
                            nextcountA=countA;
                            nextcountB=countB;
                        end
                    else if(money_10_pul==1'b1)
                        begin
                            if((BCD1==4'b1001 && BCD0==4'b0101)||(BCD1==4'b1001 && BCD0==4'b0000))
                                begin
                                    nextBCD1=BCD1; nextBCD0=BCD0;
                                end
                            else begin nextBCD1=BCD1+4'b0001; nextBCD0=BCD0; end
                            nextBCD3=BCD3;nextBCD2=BCD2;
                            nextcountA=countA;
                            nextcountB=countB;
                        end
                    else if(drink_A_pul==1'b1)
                        begin
                            DetoChange=1'b0;
                            nextcountA=countA+1'b1;
                            nextcountB=4'b0000;
                            if(countA==1'b1&&enough_A==1'b1) 
                            begin 
                                DetoBuy=1'b1; nextcoke=1'b1; nextcofe=1'b0;
                                nextBCD3=BCD3; nextBCD2=BCD2; nextBCD1=BCD1; nextBCD0=BCD0;
                            end
                            else begin DetoBuy=1'b0;  nextBCD3=4'b0010; nextBCD2=4'b0000; nextBCD1=BCD1; nextBCD0=BCD0; end
                        end
                    else if(drink_B_pul==1'b1)
                        begin
                            DetoChange=1'b0;
                            nextcountB=countB+1'b1;
                            nextcountA=4'b0000;
                            if(countB==1'b1&&enough_B==1'b1) 
                            begin 
                                DetoBuy=1'b1; nextcoke=1'b0; nextcofe=1'b1; 
                                nextBCD3=BCD3; nextBCD2=BCD2; nextBCD1=BCD1; nextBCD0=BCD0;
                            end
                            else begin DetoBuy=1'b0; nextBCD3=4'b0010; nextBCD2=4'b0101; nextBCD1=BCD1; nextBCD0=BCD0;end
                        end
                    else if(cancel_pul==1'b1&&(BCD0|BCD1)!=4'b0000) 
                        begin
                            DetoChange=1'b1;
                            DetoBuy=1'b0;
                            nextBCD0<=BCD0;
                            nextBCD1<=BCD1;
                            nextBCD2<=4'b0000;
                            nextBCD3<=4'b0000;
                        end
                    else if((cancel_pul==1'b1)&&((BCD0|BCD1)==4'b0000)&&((BCD2|BCD3)!=4'b0000))
                        begin
                            DetoChange=1'b0;
                            DetoBuy=1'b0;
                            nextBCD0<=BCD0;
                            nextBCD1<=BCD1;
                            nextBCD2<=4'b0000;
                            nextBCD3<=4'b0000;
                        end
                   else
                        begin
                            nextcountA<=countA;
                            nextcountB<=countB;
                            nextBCD0<=BCD0;
                            nextBCD1<=BCD1;
                            nextBCD2<=BCD2;
                            nextBCD3<=BCD3;
                            nextcofe<=1'b0;
                            nextcoke<=1'b0;
                        end
                    nextstate=(DetoBuy==1'b1)?3'b010:(DetoChange==1'b1)?3'b011:3'b001;
                end
                3'b010:begin
                    nextstate=3'b011;
                    if(BCD2==4'b0101&&BCD0==4'b0000) begin  nexttmpBCD0=4'b0101; nexttmpBCD1=BCD1-4'b0011; end
                    else begin nexttmpBCD0=BCD0-BCD2; nexttmpBCD1=BCD1-BCD3; end
                    nextbuyflag=1'b1;
                    if(coke==1'b1)begin nextBCD3=4'b1010; nextBCD2=4'b1011; nextBCD1=4'b1110; nextBCD0=4'b1101; end
                    else if(cofe==1'b1) begin nextBCD3=4'b1010; nextBCD2=4'b1011; nextBCD1=4'b1100; nextBCD0=4'b1101; end
                end
                3'b011:begin
                    enough_A=1'b0; 
                    enough_B=1'b0;
                    nexttmpBCD0=tmpBCD0;
                    nexttmpBCD1=tmpBCD1;
                    if(buyflag==1'b1)
                        begin
                            nextstate=3'b011;
                            nextbuyflag=1'b0;
                            nextBCD3=4'b0000; nextBCD2=4'b0000; nextBCD1=tmpBCD1; nextBCD0=tmpBCD0;
                            if(tmpBCD0==4'b0000&&tmpBCD1==4'b0000) begin nextstate=3'b000; end
                            else begin nextstate=3'b011; end
                        end
                    else
                        begin
                            if(BCD0==4'b0000&&BCD1==4'b0000) 
                                begin 
                                    nextstate=3'b000; 
                                    nextBCD0=BCD0; 
                                    nextBCD1=BCD1; 
                                    nextBCD2=4'b0000; 
                                    nextBCD3=4'b0000; 
                                    nextdrop_money=10'b1111100000;
                                end
                            else if(BCD1!=4'b0000)
                                begin
                                    nextstate=3'b011;
                                    nextBCD0=BCD0;
                                    nextBCD1=BCD1-4'b0001;
                                    nextBCD2=4'b0000;
                                    nextBCD3=4'b0000;
                                    nextdrop_money=10'b1111111111;
                                end
                            else if(BCD1==4'b0000&&BCD0!=4'b0000)
                                begin 
                                    nextstate=3'b011;
                                    nextBCD0=BCD0-4'b0101;
                                    nextBCD1=4'b0000;
                                    nextBCD2=4'b0000;
                                    nextBCD3=4'b0000;
                                    nextdrop_money=10'b1111100000;
                                end
                        end
                end
            endcase
            case(val)
                4'b0000:begin display=7'b0000001; end
                4'b0001:begin display=7'b1001111; end
                4'b0010:begin display=7'b0010010; end
                4'b0011:begin display=7'b0000110; end
                4'b0100:begin display=7'b1001100; end
                4'b0101:begin display=7'b0100100; end
                4'b0110:begin display=7'b0100000; end
                4'b0111:begin display=7'b0001111; end
                4'b1000:begin display=7'b0000000; end
                4'b1001:begin display=7'b0000100; end
                4'b1010:begin display=7'b1110010; end  
                4'b1011:begin display=7'b1100010; end  
                4'b1100:begin display=7'b0111000; end  
                4'b1101:begin display=7'b0110000; end  
                4'b1110:begin display=7'b0101000; end  
                default: begin display=7'b0000001; end
            endcase
        end
    always@(posedge clk_,posedge rst)
        begin
            if(rst==1'b1)
                begin
                    BCD0<=4'b0000;
                    BCD1<=4'b0000;
                    BCD2<=4'b0000;
                    BCD3<=4'b0000;
                    state<=3'b000;
                    countA<=1'b0;
                    countB<=1'b0;
                end
            else
                begin
                    BCD0<=nextBCD0;
                    BCD1<=nextBCD1;
                    BCD2<=nextBCD2;
                    BCD3<=nextBCD3;
                    tmpBCD0<=nexttmpBCD0;
                    tmpBCD1<=nexttmpBCD1;
                    countA<=nextcountA;
                    countB<=nextcountB;
                    cofe<=nextcofe;
                    coke<=nextcoke;
                    state<=nextstate;
                    drop_money<=nextdrop_money;
                    buyflag<=nextbuyflag;
                end
        end
    always@(posedge clk13)
            begin
                case(digit)
                    4'b1110: begin val=BCD1; digit=4'b1101; end
                    4'b1101: begin val=BCD2; digit=4'b1011; end
                    4'b1011: begin val=BCD3; digit=4'b0111; end
                    4'b0111: begin val=BCD0; digit=4'b1110; end
                    default: begin val=BCD0; digit=4'b1110; end 
                endcase
            end
    assign DISPLAY=display;
    assign DIGIT=digit;
    assign clk_=(state==3'b000)?clk16:(state==3'b001)?clk16:(state==3'b010)?clk26:clk26;
endmodule
module clk_divider(clk,clk_div);
    parameter n=4;
    input clk;
    output clk_div;
    reg [n-1:0]num;
    wire [n-1:0]nextnum;
    always@(posedge clk)
        begin
            num=nextnum;
        end
    assign nextnum=num+1;
    assign clk_div=num[n-1];
endmodule
module debounce(pb_debounced,pb,clk);
    output pb_debounced;
    input pb;
    input clk;  
    reg[3:0] shift_reg;
    always@(posedge clk)
        begin
            shift_reg[3:1]<=shift_reg[2:0];
            shift_reg[0]<=pb;
        end
    assign pb_debounced=((shift_reg==4'b1111)?1'b1:1'b0);
endmodule
module onepulse(pb_debounced,clk,pb_1pulse);
    input pb_debounced;
    input clk;
    output pb_1pulse;
    reg pb_1pulse;
    reg pb_debounced_delay;
    always@(posedge clk)
        begin
            if(pb_debounced==1'b1 & pb_debounced_delay==1'b0)
                begin
                    pb_1pulse<=1'b1;
                end
            else 
                begin
                    pb_1pulse<=1'b0;
                end
            pb_debounced_delay<=pb_debounced;
        end
endmodule
==> run.sh <==
#!/bin/bash
# OpenROAD 26Q1-2900-gdf79404cd8, Yosys 0.63+post, stock flow scripts
make -C /OpenROAD-flow-scripts/flow DESIGN_CONFIG=/design/flow/config.mk WORK_HOME=/design/flow/orfs finish
==> config.mk <==
export PLATFORM = sky130hd
export DESIGN_NAME = lab05
export DESIGN_NICKNAME = lab05
export VERILOG_FILES = /design/flow/design.v
export SDC_FILE = /design/flow/constraint.sdc
export NUM_CORES = 4
export LEC_CHECK = 1
export CORE_UTILIZATION = 30
==> constraint.sdc <==
current_design lab05

set clk_period 5.8
set clk_io_pct 0.2

create_clock -name clk0 -period $clk_period [get_ports {clk}]

set non_clock_inputs [all_inputs -no_clocks]
set_input_delay [expr $clk_period * $clk_io_pct] -clock clk0 $non_clock_inputs
set_output_delay [expr $clk_period * $clk_io_pct] -clock clk0 [all_outputs]
==> qor.csv <==
stage,metric,value,unit
detailed_routing,num_vias,4994,
detailed_routing,n_antenna_cell,0,
synthesis,synthFlopType,dfxtp_1,
detailed_routing,drc_errors,0,
layout,area.sequential,3730,um^2
synthesis,syn_area_per_cell,10.1,um^2
die,fp_util,30.7,%
detailed_routing,via_per_inst,4.73,
cts,cts_resized,0,
timing,final-hold-violation-count,0,
layout,largest_reg_flops,26,
synthesis,yosys-top-cells-area,"dfxtp_1 27%, dlxtn_1 9.3%, edfxtp_1 8.7%",
synthesis,async_reset_ff_share,11.0,%
cts,cts_hold_buf,0,
critical_path,crit_fanout,6,
detailed_routing,post_drt_wl_per_cell,13.3,um
pwr,peakVddDrop,110,uV
critical_path,worstSetupPathType,reg2reg,
timing,hold_slack,0.411,ns
placed_design,port_buffers,29,
timing,fin_tns_setup,0,ns
layout,n_fill_cell,2354,
grt,grt_pass1_wl,23900,um
die,die_w,157,um
die,pin_count,30,
synthesis,top_area_share,26.6,%
grt,grt_max_degree,54,
die,core,23500,um^2
cts,clock_latency,0.29,ns
synthesis,netlist.top_cell.by_area,dfxtp_1,
critical_path,crit_arrival,1.99,ns
die,die_area,24700,um^2
layout,comb_area,3280,um^2
cts,clk_pin_slew,0.07,ns
status,status,"finished, final reports clean",
layout,syn2layout_area_growth,11.2,%
timing,fin_skew,0.00577,ns
timing,fmax,552,MHz
layout,drive_above_1_share,5.03,%
detailed_routing,drt_iter0_drc,229,
run,warnings,40,
pwr,p_per_area,86.7,nW/um^2
die,fp-row-count,56,
timing,slew_headroom,39.4,%
cts,cts_tree,done,
detailed_routing,wirelength,14100,um
synthesis,ys_area,7230,um^2
timing,period_minus_slack,1.81,ns
timing,unclocked_regs,127,
run,maxCapViolCount,0,
synthesis,edf_count,21,
placed_design,finalWeightedCongestion,0.844,
synthesis,yosysWarnings,40,
timing,fin_crit_sh,31.2,%
critical_path,crit_path_start_kind,flip-flop,
die,die_height,157,um
timing,rsz0062_at_grt,false,
cts,postCtsSetupBuffers,0,
critical_path,crit_path_end_kind,flip-flop,
detailed_routing,drtAntennaViolNets,0,
cts,htreeDepth,2,
grt,grt_antenna_before_repair,0,
grt,grt_pass1_vias,4714,
placed_design,place_hpwl,10100,um
pwr,total_power,697,uW
timing,untimed_endpoints,171,
synthesis,ys_cells,716,
synthesis,numSynthFlops,182,
synthesis,synth_area,7230,um^2
timing,final-max-slew-violation-count,0,
grt,grt-ovfl-total,0,
synthesis,syn_inst,716,
timing,tightest_slew,0.906,ns
detailed_routing,dr.pass1.iters,6,
pwr,p_leak,3.08,nW
cts,cts_buffers,5,
worst_hold_path,hold_path_class,reg2reg,
grt,grt_use_total,12.2,%
cts,ctsLongestPathBuffers,2,
critical_path,cp_data_required_time,5.98,ns
cts,root_buffer,clkbuf_16,
synthesis,ys_types,76,
timing,setup_viol,0,
## metal layers
| layer | share of wire, % | global-route usage [%] | vias up |
|---|---|---|---|
| met2 | 45 | 19.6 | 69 |
| li1 | - | - | 2579 |
| met3 | 3.1 | 1.29 | 11 |
| met1 | 51 | 18.7 | 2335 |
| met4 | 0.61 | 0.925 | 0 |
| met5 | 0 | 0 | - |
## logic make-up (layout without fill, tap and decap cells)
family,count (synthesis),after routing,synth area share [%]
AND-OR/OR-AND,149,149,14.5
buffers and inverters,59,78,3.18
other,1,2,0.0519
flip-flops,137,137,42.2
adder cells (fa/ha/maj),30,30,5.40
XOR/XNOR,57,57,7.10
latches,45,45,9.35
AND/OR/NAND/NOR,229,229,16.9
multiplexers,9,9,1.32
## worst max-delay path, stage by stage, from the launching register on
cell	delay, ns
dfxtp_1	0.40
and4_1	0.29
nand2_1	0.07
nor3_1	0.59
nand4_1	0.20
xnor2_1	0.15
## cells in the final DEF (no fill, tap or decap), types with 12 or more instances in the layout
cell,netlist,routed
a21oi_1,42,42
and3_1,12,12
and4_1,12,12
clkdlybuf4s50_1,0,29
dfrtp_1,20,20
dfxtp_1,96,96
dlxtn_1,45,45
edfxtp_1,21,21
ha_1,28,28
inv_1,31,30
nand2_1,53,53
nand3_1,28,28
nand4_1,15,15
nor2_1,43,43
nor2b_1,12,12
nor3_1,13,13
o21ai_0,22,22
xnor2_1,40,40
xor2_1,16,16
## cells in the mapped netlist (12+ instances only)
cell type	count
edfxtp_1	21
and3_1	12
a21oi_1	42
nor2b_1	12
and4_1	12
nand3_1	28
dfrtp_1	20
xor2_1	16
nand2_1	53
xnor2_1	40
inv_1	31
clkbuf_1	23
ha_1	28
dlxtn_1	45
nor2_1	43
nor3_1	13
dfxtp_1	96
o21ai_0	22
nand4_1	15
## worst paths after layout
path / start / end / slack (ns) / cells past startpoint
worst min-delay path: clk3.num[0]$_DFF_P_ / clk3.num[0]$_DFF_P_ / 0.41 / 1
worst max-delay path: clk2.num[6]$_DFF_P_ / clk2.num[21]$_DFF_P_ / 3.99 / 5
worst max register to register: clk2.num[6]$_DFF_P_ / clk2.num[21]$_DFF_P_ / 3.99 / 5
worst min register to register: clk3.num[0]$_DFF_P_ / clk3.num[0]$_DFF_P_ / 0.41 / 1
## cell type report
| cell class | instances | share of cell area [%] |
|---|---|---|
| well taps | 319 | 4.96 |
| clock buffers | 6 | 1.73 |
| inverters | 32 | 1.49 |
| flip-flops and latches | 182 | 46.4 |
| repair buffers | 38 | 4.45 |
| multi-input cells | 476 | 40.8 |
| clock inverters | 2 | 0.202 |
## power breakdown
group          internal, mW  switching (mW)
logic               0.00451          0.0105
registers             0.383       0.0000661
clock network         0.172           0.127
total                 0.560           0.137
## stage by stage
stage / instance area [um^2] / cells / setup WS [ns] / util (%)
floorplan: 7230 / 717 / 4.24 / -
global placement: 7890 / 1047 / 3.97 / 33.5
detailed placement: 7890 / 1047 / 3.99 / 33.5
CTS: 8040 / 1055 / 3.98 / 34.2
global route: 8040 / 1055 / 3.81 / 34.2
finish: 8040 / 1055 / 3.99 / 34.2
Power and IR drop assume default switching activity.
